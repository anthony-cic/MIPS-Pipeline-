**/design/flow/design.v**
```verilog
`timescale 1ns / 1ps
module programCounter(
    input clock,
    output reg [31:0] pc
    );
    initial begin 
        pc = 100; 
        end 
    always @(posedge clock) begin
        pc = pc + 4;
   end 
endmodule
```
**/design/flow/run.sh**
```bash
#!/bin/bash
# OpenROAD 26Q1-2900-gdf79404cd8, Yosys 0.63+post, stock flow scripts
make -C /OpenROAD-flow-scripts/flow DESIGN_CONFIG=/design/flow/config.mk WORK_HOME=/design/flow/orfs finish
```
**/design/flow/config.mk**
```make
export PLATFORM = sky130hd
export DESIGN_NAME = programCounter
export DESIGN_NICKNAME = programCounter
export VERILOG_FILES = /design/flow/design.v
export SDC_FILE = /design/flow/constraint.sdc
export NUM_CORES = 4
export LEC_CHECK = 1
export CORE_AREA = 10 10 89 89
export DIE_AREA = 0 0 99 99
```
**/design/flow/constraint.sdc**
```tcl
current_design programCounter

set clk_period 6.5
set clk_io_pct 0.2

create_clock -name clk0 -period $clk_period [get_ports {clock}]

set non_clock_inputs [all_inputs -no_clocks]
set_input_delay [expr $clk_period * $clk_io_pct] -clock clk0 $non_clock_inputs
set_output_delay [expr $clk_period * $clk_io_pct] -clock clk0 [all_outputs]
```
==> flow_summary.ini <==
; physical design summary
[run_status]
status = finished, final reports clean

[final_timing]
final_max_slew_viol_count = 0
clock_skew_ns = 0.004710
relSlewSlack_pct = 61.80
max_clock_freq_ghz = 0.3925
finalClockPeriodUsage_pct = 39.19
tightest_slew_ns = 0.5687
finalSetupTns_ns = 0
finalHoldViolations = 0
postLayoutSetupSlackWorst_ns = 3.952
setup-violations-final = 0
rsz0062_at_grt = false
fin_crit_ns = 2.548

[cells_and_area]
area_growth_pct = 37.83
layout_top_cells = clkdlybuf4s50_1, dfxtp_1, xnor2_1, nand3_1, nand2_1
layout.cells.non_filler = 224
utilization_pct = 27.92
drive_above_1_share_pct = 8.054
nFillCells = 621
seq_area_um2 = 600.6
combGateArea_um2 = 590.6
largest_reg_flops = 30
design_area_mm2 = 0.001673

[run]
warnings = 25
drv_cap = 0

[floorplan]
die_h_um = 99
core_mm2 = 0.005991
ioPinCount = 33
dieArea_mm2 = 0.009801
fp.dieW_um = 99
initCoreUtil_pct = 20.26
rows = 28

[drt]
detail_route.iter0.violations = 22
drc = 0
ant_nets = 0
post_drt_via_cell_ratio = 3.888
dr_total_vias = 871
num_antenna_cells = 0
drt_wl_total_um = 2590
dr.pass1.iters = 4
wl_per_cell_um = 11.56

[placement]
gp_congestion = 0.7230
place_hpwl_um = 2016
place.port_buffers = 30
place_area_mm2 = 0.001597
pre_cts_ws_ns = 4.235
dpl.cell_count = 217

[power_and_ir_drop]
p_per_area_mw_per_mm2 = 190.4
swShare_pct = 19.18
p_int_uw = 257.4
vdd_drop_max_mv = 0.07470
total_leakage_power_uw = 0.0005864
pwr-share-seq_pct = 57.8
p_switching_uw = 61.09
p_clk_share_pct = 42.2
combinationalPowerShare_pct = 0

[clock_network]
cts_root_buf = clkbuf_8
cts_tree = built
clock-sinks = 30
clk_pin_slew_ns = 0.06
clk_latency_ns = 0.27
clk_path_buf_depth = 2
cts_hold_buf = 0
cts_setup_buffers = 0
cts-buffers-inserted = 5
cts.htree.levels = 2
cts_resized = 0

[critical_path]
cp_slowest_cell = clkdlybuf4s50_1
critPathMaxFanout = 6
endpoint_kind = primary output
r2r_end = pc[30]
r2r_start = pc[2]
r2r_cells = 5
cp-start-kind = flop
ff2ff_setup_slack_ns = 4.70
crit_chain = clkdlybuf4s50_1
required_ns = 5.20
critPathBufInv = 1
cp.arrival_ns = 1.25
path_class = reg -> out
crit_family = buffers and inverters
slowest_delay_ns = 0.52
startpoint = pc[9]

[min_path]
hold_path_end = pc[2]
holdCritPathClass = reg -> reg
min_from = pc[2]
whs_path_depth = 1

[yosys]
yosys_cells = 113
syn-cell-area_mm2 = 0.001214
ys_warn_count = 1
top_area_cell = dfxtp_1
syn_avg_cell_area_um2 = 10.74
area_leaders = dfxtp_1, xnor2_1, xor2_1, nor4_4, nand3_1
syn_inst = 113
top_area_share_pct = 49.48
ys_ff = 30
synth_cell_types = 20
synth_chip_area_mm2 = 0.001214
ys_seq_share_pct = 49.48

[global_routing]
grt_max_degree = 9
antenna_found_initial = 0
grt_use_total_pct = 5.133
grt_pass1_vias = 810
grt-ovfl-total = 0
grt_first_pass_wirelength_um = 4202
[area by class of cell]
type,count,share of cell area (%)
inverter,3,0.6732
multi-input combinational,79,35.30
sequential,30,35.90
tap,75,5.610
timing repair buffer,30,17.95
clock buffer,7,4.562
[Yosys cell counts (all sizes together)]
cell and n:
dfxtp 30, xnor2 19, nand3 12, nand2 10, xor2 9, nand4 8, nor2 6, and3 4
nor4 4, inv 3, nor3 3, buf 2, conb 1, ha 1, or2 1
[power by group through the flow]
| stage | Combinational, uW | Clock, uW | Sequential, uW |
|---|---|---|---|
| CTS | 0.106 | 141 | 184 |
| global route | 0.123 | 147 | 184 |
| finish | 0.0538 | 134 | 184 |
[through the flow]
step | total power [uW] | hold WS, ns
floorplan | 188.8 | 0.3929
detailed placement | 188.0 | 0.4227
CTS | 325.1 | 0.4394
finish | 318.5 | 0.4360
global route | 330.6 | 0.4505
global placement | 188.0 | 0.4266
[worst max path at each step]
| stage | end | slack, ns | cells past startpoint |
|---|---|---|---|
| 4_1_cts | pc[9] | 3.93 | 1 |
| 5_1_grt | pc[9] | 3.88 | 1 |
| 6_report | pc[9] | 3.95 | 1 |
[worst reg2reg max path: stages, from the launching register on]
cell and delay (ns):
dfxtp_1 0.41, ha_1 0.21, nand3_1 0.24, nor4_4 0.50
nand4_1 0.18, xnor2_1 0.15
[routing by layer]
layer	wire [um]	global-route usage, %	up-vias
li1	-	-	454
met1	1305	7.281	388
met2	1016	7.064	24
met3	195	2.185	5
met4	73	1.103	0
met5	0	0	-
[logic make-up after synthesis]
kind of cell | synth area share [%]
other | 0.3090
flip-flops | 49.48
XOR/XNOR | 20.21
AND/OR/NAND/NOR | 26.80
adder cells (fa/ha/maj) | 1.031
buffers and inverters | 2.165
Power and IR drop assume default switching activity.
